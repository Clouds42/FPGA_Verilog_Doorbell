--- flow/design.v ---
module Doorbell
(input CLK
,input BTN_DRBL 
,input BTN_MODE
,input BTN_TRCK 
,output BEEP
,output[15:0]LED
,output[6:0]SEG
,output[7:0]CAT
,output LCD_E
,output LCD_RS
,output[7:0]LCD_DATA
);
reg[4:0]cnt_drbl=1'b0;
reg lock=1'b0;
reg[24:0]cnt_beep_div=1'b0; 
always@(posedge CLK)
	if(BTN_DRBL)
		lock<=1'b1;
	else if(lock)
		if(cnt_drbl==5'd30)begin 
			cnt_drbl<=1'b0;
			lock<=1'b0;
		end
		else if(cnt_beep_div[24])
			cnt_drbl<=cnt_drbl+1'b1;
		else
			cnt_drbl<=cnt_drbl;
reg[16:0]cnt_beep=1'b0; 
reg[5:0]cnt_beep_prgs=1'b0; 
reg[16:0]pitch=17'd47774; 
reg[2:0]mode=1'b1;
reg[2:0]trck=1'b1;
reg beep;
parameter[15:0]m1=16'd47774;
parameter[15:0]m2=16'd42567;
parameter[15:0]m3=16'd37919;
parameter[15:0]m4=16'd35790;
parameter[14:0]m5=15'd31887;
parameter[14:0]m6=15'd28409;
parameter[14:0]m7=15'd25308;
parameter[14:0]h1=15'd23889;
parameter[14:0]h2=15'd21282;
parameter[14:0]h3=15'd18960;
parameter[14:0]h4=15'd17896;
parameter[13:0]h5=14'd15943;
parameter mute=1'b1;
wire BP_MODE;
wire BP_TRCK;
Debounce UUD1(CLK,BTN_MODE,BP_MODE);
Debounce UUD2(CLK,BTN_TRCK,BP_TRCK);
always@(posedge CLK)
	if(cnt_beep_div[24])begin 
		cnt_beep_div<=1'b0;
		cnt_beep_prgs<=cnt_beep_prgs+1'b1;
	end
	else if(cnt_beep_prgs==6'd32 || BTN_DRBL)
		cnt_beep_prgs<=0;
	else
		cnt_beep_div<=cnt_beep_div+1'b1;
always@(posedge CLK)begin
	cnt_beep<=cnt_beep+1'b1;
	if(cnt_beep==pitch && lock && ((mode==3'b001) || (mode==3'b011)))begin
		beep<=~beep;
		cnt_beep<=0;
		case(trck) 
			3'b001:case(cnt_beep_prgs) 
				6'd00:pitch<=h3;
				6'd01:pitch<=h2;
				6'd02:pitch<=h3;
				6'd03:pitch<=h2;
				6'd04:pitch<=h3;
				6'd05:pitch<=m7;
				6'd06:pitch<=h2;
				6'd07:pitch<=h1;
				6'd08:pitch<=m6;
				6'd11:pitch<=m1;
				6'd12:pitch<=m3;
				6'd13:pitch<=m6;
				6'd14:pitch<=m7;
				6'd17:pitch<=m3;
				6'd18:pitch<=m5;
				6'd19:pitch<=m7;
				6'd20:pitch<=h1;
				6'd23:pitch<=mute; 
				default:;
				endcase
			3'b010:case(cnt_beep_prgs) 
				6'd00:pitch<=m5;
				6'd01:pitch<=mute;
				6'd02:pitch<=m5;
				6'd04:pitch<=m6;
				6'd06:pitch<=m5;
				6'd08:pitch<=h1;
				6'd10:pitch<=m7;
				6'd12:pitch<=mute;
				6'd14:pitch<=m5;
				6'd15:pitch<=mute;
				6'd16:pitch<=m5;
				6'd18:pitch<=m6;
				6'd20:pitch<=m5;
				6'd22:pitch<=h2;
				6'd24:pitch<=h1;
				6'd26:pitch<=mute;
				default:;
				endcase
			3'b011:case(cnt_beep_prgs) 
				6'd00:pitch<=m1;
				6'd01:pitch<=mute;
				6'd02:pitch<=m1;
				6'd04:pitch<=m5;
				6'd05:pitch<=mute;
				6'd06:pitch<=m5;
				6'd08:pitch<=m6;
				6'd09:pitch<=mute;
				6'd10:pitch<=m6;
				6'd12:pitch<=m5;
				6'd14:pitch<=mute;
				6'd16:pitch<=m4;
				6'd17:pitch<=mute;
				6'd18:pitch<=m4;
				6'd20:pitch<=m3;
				6'd21:pitch<=mute;
				6'd22:pitch<=m3;
				6'd24:pitch<=m2;
				6'd25:pitch<=mute;
				6'd26:pitch<=m2;
				6'd28:pitch<=m1;
				6'd29:pitch<=mute;
				default:;
				endcase
			3'b100:case(cnt_beep_prgs) 
				6'd00:pitch<=m6;
				6'd01:pitch<=m7;
				6'd02:pitch<=h1;
				6'd05:pitch<=m7;
				6'd06:pitch<=h1;
				6'd08:pitch<=h3;
				6'd10:pitch<=m7;
				6'd12:pitch<=mute;
				6'd14:pitch<=m3;
				6'd16:pitch<=m6;
				6'd19:pitch<=m5;
				6'd20:pitch<=m6;
				6'd22:pitch<=h1;
				6'd24:pitch<=m5;
				6'd26:pitch<=mute;
				default:;
				endcase
			3'b101:case(cnt_beep_prgs) 
				6'd00:pitch<=h1;
				6'd02:pitch<=h2;
				6'd04:pitch<=h3;
				6'd06:pitch<=h1;
				6'd07:pitch<=mute;
				6'd08:pitch<=h1;
				6'd10:pitch<=h2;
				6'd12:pitch<=h3;
				6'd14:pitch<=h1;
				6'd15:pitch<=mute;
				6'd16:pitch<=h3;
				6'd18:pitch<=h4;
				6'd20:pitch<=h5;
				6'd22:pitch<=mute;
				6'd24:pitch<=h3;
				6'd26:pitch<=h4;
				6'd28:pitch<=h5;
				6'd30:pitch<=mute;
				default:;
				endcase
			default:;
		endcase
	end
end
assign BEEP=beep;
reg[22:0]cnt_led_div=1'b0; 
reg[4:0]cnt_led_prgs=1'b0; 
reg[15:0]led;
always@(posedge CLK)
	if(cnt_led_div==23'd5000000) 
		cnt_led_div<=1'b0;
	else
		cnt_led_div<=cnt_led_div+1'b1;
always@(posedge CLK)
	if(cnt_led_div==23'd5000000 && lock && (mode==3'b010))begin
		cnt_led_prgs<=cnt_led_prgs+1'b1;
		case(cnt_led_prgs)
			8'd00:led<=16'b10000000_00000000;
			8'd01:led<=16'b11000000_00000000;
			8'd02:led<=16'b11100000_00000000;
			8'd03:led<=16'b01110000_00000000;
			8'd04:led<=16'b00111000_00000000;
			8'd05:led<=16'b00011100_00000000;
			8'd06:led<=16'b00001110_00000000;
			8'd07:led<=16'b00000111_00000000;
			8'd08:led<=16'b00000011_10000000;
			8'd09:led<=16'b00000001_11000000;
			8'd10:led<=16'b00000000_11100000;
			8'd11:led<=16'b00000000_01110000;
			8'd12:led<=16'b00000000_00111000;
			8'd13:led<=16'b00000000_00011100;
			8'd14:led<=16'b00000000_00001110;
			8'd15:led<=16'b00000000_00000111;
			8'd16:led<=16'b00000000_00000011;
			8'd17:led<=16'b00000000_00000001;
			8'd18:led<=16'b00000000_00000000;
			8'd20:cnt_led_prgs<=1'b0;
			default:;
		endcase
	end
	else if(lock && mode==3'b011)
		case(pitch)
			m1:led<=16'b00000000_00000001;
			m2:led<=16'b00000000_00000010;
			m3:led<=16'b00000000_00000100;
			m4:led<=16'b00000000_00001000;
			m5:led<=16'b00000000_00010000;
			m6:led<=16'b00000000_00100000;
			m7:led<=16'b00000000_01000000;
			h1:led<=16'b00000000_10000000;
			h2:led<=16'b00000001_00000000;
			h3:led<=16'b00000010_00000000;
			h4:led<=16'b00000100_00000000;
			h5:led<=16'b00001000_00000000;
			mute:led<=16'b00000000_00000000;
		default:;
		endcase
	else if(!lock || mode==3'b001 || mode==3'b100)
		led<=16'b00000000_00000000;
assign LED=led;
reg[18:0]cnt_seg=1'b0; 
reg[6:0]seg;
reg[7:0]cat;
always@(posedge BP_MODE)
	if(mode==3'b100)
		mode<=3'b001;
	else
		mode<=mode+1'b1;
always@(posedge BP_TRCK)
	if(trck==3'b101)
		trck<=3'b001;
	else
		trck<=trck+1'b1;
always@(posedge CLK)
	if(cnt_seg==19'd500000) 
		cnt_seg<=1'b0;
	else
		cnt_seg<=cnt_seg+1'b1;
always@(posedge CLK)
	if(cnt_seg==19'd250000)begin
		case(mode)
			3'b001:seg<=7'h06;
			3'b010:seg<=7'h5b;
			3'b011:seg<=7'h4f;
			3'b100:seg<=7'h66;
		default:;
		endcase
		cat<=8'b1111_1110;
	end
	else if(cnt_seg==19'd500000)begin
		case(trck)
			3'b001:seg<=7'h06;
			3'b010:seg<=7'h5b;
			3'b011:seg<=7'h4f;
			3'b100:seg<=7'h66;
			3'b101:seg<=7'h6d;
		default:;
		endcase
		cat<=8'b1111_1011;
	end
assign SEG=seg;
assign CAT=cat;
reg[127:0]row1;
reg[127:0]row2;
always@(posedge CLK)
	case(trck)
		3'd1:begin row1<="     Song 1     ";row2<="    Fur Elise   ";end
		3'd2:begin row1<="     Song 2     ";row2<=" Happy Birthday ";end
		3'd3:begin row1<="     Song 3     ";row2<="  Little  Star  ";end
		3'd4:begin row1<="     Song 4     ";row2<="Castle InThe Sky";end
		3'd5:begin row1<="     Song 5     ";row2<="  Brother John  ";end
		default:;
	endcase
wire[127:0]row_1;
wire[127:0]row_2;
assign row_1=row1; 
assign row_2=row2; 
parameter TIME_20MS=1_000_000; 
parameter TIME_500HZ=100_000; 
parameter IDLE=8'h00; 
parameter SET_FUNCTION=8'h01;
parameter DISP_OFF=8'h03;
parameter DISP_CLEAR=8'h02;
parameter ENTRY_MODE=8'h06;
parameter DISP_ON=8'h07;
parameter ROW1_ADDR=8'h05;
parameter ROW1_0=8'h04;
parameter ROW1_1=8'h0C;
parameter ROW1_2=8'h0D;
parameter ROW1_3=8'h0F;
parameter ROW1_4=8'h0E;
parameter ROW1_5=8'h0A;
parameter ROW1_6=8'h0B;
parameter ROW1_7=8'h09;
parameter ROW1_8=8'h08;
parameter ROW1_9=8'h18;
parameter ROW1_A=8'h19;
parameter ROW1_B=8'h1B;
parameter ROW1_C=8'h1A;
parameter ROW1_D=8'h1E;
parameter ROW1_E=8'h1F;
parameter ROW1_F=8'h1D;
parameter ROW2_ADDR=8'h1C;
parameter ROW2_0=8'h14;
parameter ROW2_1=8'h15;
parameter ROW2_2=8'h17;
parameter ROW2_3=8'h16;
parameter ROW2_4=8'h12;
parameter ROW2_5=8'h13;
parameter ROW2_6=8'h11;
parameter ROW2_7=8'h10;
parameter ROW2_8=8'h30;
parameter ROW2_9=8'h31;
parameter ROW2_A=8'h33;
parameter ROW2_B=8'h32;
parameter ROW2_C=8'h36;
parameter ROW2_D=8'h37;
parameter ROW2_E=8'h35;
parameter ROW2_F=8'h34;
reg[19:0]cnt_20ms;
always@(posedge CLK or negedge BTN_TRCK)
	if(!BTN_TRCK)
		cnt_20ms<=1'b0;
	else if(cnt_20ms==TIME_20MS-1'b1)
		cnt_20ms<=cnt_20ms;
	else
		cnt_20ms<=cnt_20ms+1'b1 ;
wire delay_done=(cnt_20ms==TIME_20MS-1)?1'b1:1'b0;
reg[19:0]cnt_500hz;
always@(posedge CLK or negedge BTN_TRCK)
	if(!BTN_TRCK)
		cnt_500hz<=1'b0;
	else if(delay_done)
		if(cnt_500hz==TIME_500HZ-1'b1)
			cnt_500hz<=1'b0;
		else
			cnt_500hz<=cnt_500hz+1'b1 ;
	else
		cnt_500hz<=1'b0;
assign LCD_E=(cnt_500hz>(TIME_500HZ-1'b1)/2)?1'b0:1'b1; 
wire write_flag;
assign write_flag=(cnt_500hz==TIME_500HZ-1'b1)?1'b1:1'b0;
reg[5:0]c_state;
reg[5:0]n_state;
always@(posedge CLK or negedge BTN_TRCK)
	if(!BTN_TRCK)
		c_state<=IDLE;
	else if(write_flag)
		c_state<=n_state;
	else
		c_state<=c_state;
always@(*)
	case (c_state)
		IDLE:n_state=SET_FUNCTION;
		SET_FUNCTION:n_state=DISP_OFF;
		DISP_OFF:n_state=DISP_CLEAR;
		DISP_CLEAR:n_state=ENTRY_MODE;
		ENTRY_MODE:n_state=DISP_ON;
		DISP_ON:n_state=ROW1_ADDR;
		ROW1_ADDR:n_state=ROW1_0;
		ROW1_0:n_state=ROW1_1;
		ROW1_1:n_state=ROW1_2;
		ROW1_2:n_state=ROW1_3;
		ROW1_3:n_state=ROW1_4;
		ROW1_4:n_state=ROW1_5;
		ROW1_5:n_state=ROW1_6;
		ROW1_6:n_state=ROW1_7;
		ROW1_7:n_state=ROW1_8;
		ROW1_8:n_state=ROW1_9;
		ROW1_9:n_state=ROW1_A;
		ROW1_A:n_state=ROW1_B;
		ROW1_B:n_state=ROW1_C;
		ROW1_C:n_state=ROW1_D;
		ROW1_D:n_state=ROW1_E;
		ROW1_E:n_state=ROW1_F;
		ROW1_F:n_state=ROW2_ADDR;
		ROW2_ADDR:n_state=ROW2_0;
		ROW2_0:n_state=ROW2_1;
		ROW2_1:n_state=ROW2_2;
		ROW2_2:n_state=ROW2_3;
		ROW2_3:n_state=ROW2_4;
		ROW2_4:n_state=ROW2_5;
		ROW2_5:n_state=ROW2_6;
		ROW2_6:n_state=ROW2_7;
		ROW2_7:n_state=ROW2_8;
		ROW2_8:n_state=ROW2_9;
		ROW2_9:n_state=ROW2_A;
		ROW2_A:n_state=ROW2_B;
		ROW2_B:n_state=ROW2_C;
		ROW2_C:n_state=ROW2_D;
		ROW2_D:n_state=ROW2_E;
		ROW2_E:n_state=ROW2_F;
		ROW2_F:n_state=ROW1_ADDR;
		default:;
	endcase
reg lcd_rs;
always@(posedge CLK or negedge BTN_TRCK)
	if(!BTN_TRCK)
		lcd_rs<=1'b0; 
	else if(write_flag)
		if((n_state==SET_FUNCTION)||(n_state==DISP_OFF)||(n_state==DISP_CLEAR)||(n_state==ENTRY_MODE)||(n_state==DISP_ON)||(n_state==ROW1_ADDR)||(n_state==ROW2_ADDR))
			lcd_rs<=1'b0; 
		else
			lcd_rs<=1'b1;
	else
		lcd_rs<=lcd_rs;
assign LCD_RS=lcd_rs;
reg[7:0]lcd_data;
always@(posedge CLK or negedge BTN_TRCK)
	if(!BTN_TRCK)
		lcd_data<=1'b0 ;
	else if(write_flag)
		case(n_state)
			IDLE:lcd_data<=8'hxx;
			SET_FUNCTION:lcd_data<=8'h38; 
			DISP_OFF:lcd_data<=8'h08;
			DISP_CLEAR:lcd_data<=8'h01;
			ENTRY_MODE:lcd_data<=8'h06;
			DISP_ON:lcd_data<=8'h0c; 
			ROW1_ADDR:lcd_data<=8'h80; 
			ROW1_0:lcd_data<=row_1[127:120];
			ROW1_1:lcd_data<=row_1[119:112];
			ROW1_2:lcd_data<=row_1[111:104];
			ROW1_3:lcd_data<=row_1[103: 96];
			ROW1_4:lcd_data<=row_1[ 95: 88];
			ROW1_5:lcd_data<=row_1[ 87: 80];
			ROW1_6:lcd_data<=row_1[ 79: 72];
			ROW1_7:lcd_data<=row_1[ 71: 64];
			ROW1_8:lcd_data<=row_1[ 63: 56];
			ROW1_9:lcd_data<=row_1[ 55: 48];
			ROW1_A:lcd_data<=row_1[ 47: 40];
			ROW1_B:lcd_data<=row_1[ 39: 32];
			ROW1_C:lcd_data<=row_1[ 31: 24];
			ROW1_D:lcd_data<=row_1[ 23: 16];
			ROW1_E:lcd_data<=row_1[ 15:  8];
			ROW1_F:lcd_data<=row_1[  7:  0];
			ROW2_ADDR:lcd_data<=8'hc0; 
			ROW2_0:lcd_data<=row_2[127:120];
			ROW2_1:lcd_data<=row_2[119:112];
			ROW2_2:lcd_data<=row_2[111:104];
			ROW2_3:lcd_data<=row_2[103: 96];
			ROW2_4:lcd_data<=row_2[ 95: 88];
			ROW2_5:lcd_data<=row_2[ 87: 80];
			ROW2_6:lcd_data<=row_2[ 79: 72];
			ROW2_7:lcd_data<=row_2[ 71: 64];
			ROW2_8:lcd_data<=row_2[ 63: 56];
			ROW2_9:lcd_data<=row_2[ 55: 48];
			ROW2_A:lcd_data<=row_2[ 47: 40];
			ROW2_B:lcd_data<=row_2[ 39: 32];
			ROW2_C:lcd_data<=row_2[ 31: 24];
			ROW2_D:lcd_data<=row_2[ 23: 16];
			ROW2_E:lcd_data<=row_2[ 15:  8];
			ROW2_F:lcd_data<=row_2[  7:  0];
		endcase
	else
		lcd_data<=lcd_data;
assign LCD_DATA=lcd_data;
endmodule
module Debounce
(input CLK
,input KEY
,output KP
);
reg[18:0]cnt_h=1'b0;
reg[18:0]cnt_l=1'b0;
reg kp;
always @(posedge CLK)
	if(KEY==1'b0)
		cnt_l<=cnt_l+1'b1;
	else
		cnt_l<=1'b0;
always@(posedge CLK)
	if(KEY==1'b1)
		cnt_h<=cnt_h+1'b1;
	else
		cnt_h<=1'b0;
always@(posedge CLK)
	if(cnt_h==19'd500000) 
		kp<=1;
	else if(cnt_l==19'd500000)
		kp<=0;
assign KP=kp;
endmodule
--- flow/run.sh ---
#!/bin/bash
# OpenROAD 26Q1-2900-gdf79404cd8, Yosys 0.63+post, stock flow scripts
make -C /OpenROAD-flow-scripts/flow DESIGN_CONFIG=/design/flow/config.mk WORK_HOME=/design/flow/orfs finish
--- flow/config.mk ---
export PLATFORM = sky130hd
export DESIGN_NAME = Doorbell
export DESIGN_NICKNAME = Doorbell
export VERILOG_FILES = /design/flow/design.v
export SDC_FILE = /design/flow/constraint.sdc
export NUM_CORES = 4
export LEC_CHECK = 1
export CORE_UTILIZATION = 50
--- flow/constraint.sdc ---
current_design Doorbell

set clk_period 6.9
set clk_io_pct 0.2

create_clock -name clk0 -period $clk_period [get_ports {CLK}]

set non_clock_inputs [all_inputs -no_clocks]
set_input_delay [expr $clk_period * $clk_io_pct] -clock clk0 $non_clock_inputs
set_output_delay [expr $clk_period * $clk_io_pct] -clock clk0 [all_outputs]
==> flow_metrics.env <==
# flow metrics
export IMPL_status="completed"
export IMPL_pwr_share_comb_pct=3.7
export IMPL_max_cap_violations=0
export IMPL_intPower_w=0.00300
export IMPL_hold_violations=0
export IMPL_ys_area_mm2=0.0168
export IMPL_synth_cell_types=79
export IMPL_viasPerCell=5.71
export IMPL_irDropWorstVdd_v=0.000177
export IMPL_grt_pass1_wl_mm=63.9
export IMPL_yosys_warnings=2
export IMPL_clk_pin_slew_ns=0.05
export IMPL_wl_per_cell_um=15.9
export IMPL_unclocked_regs=12
export IMPL_edf_count=79
export IMPL_grt_total_usage_pct=23.7
export IMPL_dieHeight_um=185
export IMPL_htreeDepth=2
export IMPL_period_needed_ns=3.60
export IMPL_warnings=44
export IMPL_numCtsBuffers=35
export IMPL_cts_tree="done"
export IMPL_final_cell_mix="nor2_1 (217), dfxtp_1 (171), nand2_1 (164)"
export IMPL_vias=13600
export IMPL_finalClockPeriodUsage_pct=52.1
export IMPL_untimed_endpoints=60
export IMPL_p_clk_share_pct=47.6
export IMPL_ios=46
export IMPL_antenna_diode_count=0
export IMPL_path_class="reg2out"
export IMPL_syn_area_mm2=0.0168
export IMPL_area_growth_pct=11.5
export IMPL_pwr_share_seq_pct=48.7
export IMPL_postCtsHoldBufs=0
export IMPL_crit_required_ns=5.52
export IMPL_skew_ns=0.0133
export IMPL_num_rows=66
export IMPL_top_cells_by_area="dfxtp_1 (20%), edfxtp_1 (14%), dfrtp_1 (8.2%)"
export IMPL_netlist_instances=1903
export IMPL_cp_arrival_ns=2.22
export IMPL_ys_flops=311
export IMPL_cts_path_max_buffers=3
export IMPL_root_buffer="clkbuf_16"
export IMPL_synth_async_reset_ratio_pct=17.7
export IMPL_drt_iter0_drc=1011
export IMPL_yosys_cells=1903
export IMPL_drive_gt1_share_pct=5.99
export IMPL_critPathBufInv=1
export IMPL_rrSetupSlack_ns=3.55
export IMPL_fin_ws_ns=3.30
export IMPL_tns_ns=0
export IMPL_netSwitchingFraction_pct=21.3
export IMPL_grt_pass1_vias=12600
export IMPL_startpoint_type="flip-flop"
export IMPL_grt_overflow_total=0
export IMPL_leakage_nw=7.15
export IMPL_coreArea_mm2=0.0329
export IMPL_synth_top_cell_by_area="dfxtp_1"
export IMPL_synthDominantCellAreaShare_pct=20.3
export IMPL_die_area_mm2=0.0344
export IMPL_powerDensity_mw_per_mm2=203
export IMPL_hold_class="reg2reg"
export IMPL_end_kind="output pin"
export IMPL_flop_cell="dfxtp_1"
export IMPL_fp_util_pct=51.2
export IMPL_ant_nets=0
export IMPL_pre_cts_ws_ns=3.40
export IMPL_antenna_found_initial=0
export IMPL_firstDrtPassIters=7
export IMPL_crit_family="simple AND/OR/NAND/NOR gates"
export IMPL_clock_latency_ns=0.51
export IMPL_worst_pin_slew_ns=0.985
export IMPL_final_common_cell="nor2_1"
export IMPL_port_buffers=39
export IMPL_grt_setup_unrepaired="false"
export IMPL_fmax_ghz=0.278
export IMPL_report_final_slew_viol_count=0
export IMPL_drc_errors=0
export IMPL_avgSynthCellArea_um2=8.85
export IMPL_cts_setup_buffers=0
export IMPL_comb_area_mm2=0.00900
export IMPL_relSlewSlack_pct=33.4
export IMPL_crit_chain="or3_1 > nor2_1 > a21oi_1 > nor3_1 > clkdlybuf4s50_1"
export IMPL_postCtsResizedCells=0
export IMPL_die_w_um=185
export IMPL_crit_fanout=4
export IMPL_grt_max_degree=65
export IMPL_cpMaxStageDelayCell="clkdlybuf4s50_1"
export IMPL_gp_congestion=1.01
export IMPL_seq_area_mm2=0.00726
export IMPL_slowest_delay_ns=0.55
export IMPL_wl_mm=37.9
export IMPL_hpwl_mm=26.4
export IMPL_p_sw_w=0.000814
export IMPL_final_fill_count=2906
export IMPL_setup_viol=0
-- synthesized netlist by cell type, types with 28 or more instances --
cell type / instances
dfrtp_1: 55
nand2b_1: 28
or3_1: 28
clkbuf_1: 79
and3_1: 33
o21ai_0: 75
inv_1: 55
and2_1: 49
nand3_1: 104
ha_1: 37
xnor2_1: 98
xor2_1: 95
a21oi_1: 61
edfxtp_1: 79
nor2b_1: 49
nor3_1: 49
nand4_1: 62
dfxtp_1: 171
nor2_1: 217
nand2_1: 164
-- through the flow --
| step | utilization [%] | total power (W) | hold WS, ns | instances | cell area [um^2] |
|---|---|---|---|---|---|
| 5_1_grt | 57.1 | 0.00397 | 0.485 | 2379 | 18800 |
| 3_5_place_dp | 53.6 | 0.00203 | 0.453 | 2316 | 17600 |
| 3_3_place_gp | 53.6 | 0.00203 | 0.445 | 2316 | 17600 |
| 2_1_floorplan | - | 0.00199 | 0.414 | 1908 | 16900 |
| 4_1_cts | 57.1 | 0.00387 | 0.466 | 2379 | 18800 |
| 6_report | 57.1 | 0.00381 | 0.462 | 2379 | 18800 |
-- cells by family after synthesis --
kind of cell | count (synthesis) | share of synthesized area [%]
simple gates | 902 | 28.0
flops | 305 | 42.6
compound gates | 279 | 10.8
xor+xnor | 193 | 10.0
buf+inv | 155 | 3.66
fa+ha+maj | 38 | 2.81
mux | 24 | 1.52
latches | 6 | 0.535
other cells | 1 | 0.0223
-- final timing paths --
path	cells past startpoint	startpoint	to
min in group asynchronous	1	BTN_TRCK	lcd_data[0]
worst max register to register	10	cnt_beep_prgs[0]	pitch[14]
worst min register to register	1	UUD1.cnt_l[0]	UUD1.cnt_l[0]
worst max-delay path	5	cnt_500hz[13]	LCD_E
max in group asynchronous	2	BTN_TRCK	cnt_20ms[17]
worst min-delay path	1	UUD1.cnt_l[0]	UUD1.cnt_l[0]
-- per-layer routing --
| layer | track usage (%) | vias to the layer above | share of wire (%) | routed length (um) |
|---|---|---|---|---|
| li1 | - | 6802 | - | - |
| met1 | 38.3 | 6281 | 48 | 18200 |
| met2 | 33.5 | 420 | 42 | 16000 |
| met3 | 4.61 | 92 | 6.4 | 2410 |
| met4 | 6.98 | 0 | 3.4 | 1280 |
| met5 | 0 | - | 0 | 0 |
-- power by group through the flow --
stage | clock network [W] | registers [W] | logic [W]
4_1_cts | 0.00187 | 0.00186 | 0.000141
5_1_grt | 0.00195 | 0.00186 | 0.000160
6_report | 0.00181 | 0.00186 | 0.000141
-- sequential cells by signal (all words and copies together), names as in the netlist, 5 cells and up --
name           count
cnt_led_div       23
n_state            6
led               16
cnt_beep_prgs      6
cnt_500hz         20
c_state            6
UUD2.cnt_l        19
cnt_seg           19
cnt_beep_div      25
cnt_beep          17
UUD2.cnt_h        19
UUD1.cnt_l        19
pitch             16
seg                6
row2              24
cnt_led_prgs       5
cnt_20ms          20
lcd_data           8
cnt_drbl           5
UUD1.cnt_h        19
-- area by class of cell --
class                   instances  area share, %
multi-input cells            1442           47.9
well taps                     442           2.95
flip-flops and latches        311           38.7
clock buffers                  53           5.75
inverters                      56           1.12
repair buffers                 65           3.11
clock inverters                10          0.427
No activity file was given, so power comes from the tool's default toggle rates.
